==> flow/design.v <==
`timescale 1ns / 1ps
module exe_stage(
  input wire rst,
  input wire [4 : 0]inst_type_i,
  input wire [7 : 0]inst_opcode,
  input wire [63 : 0]op1,
  input wire [63 : 0]op2,
  input wire [2:0] alumem_reg,
  input wire [63 : 0]memr_data,
  input wire [31 : 0]inst,
  output wire [4 : 0]inst_type_o,
  output reg  [63 : 0]exe_data,
  output reg  [63 : 0]rd_data,
  output reg  zero
);
reg [63 : 0] memr_data2;
reg sign;
assign inst_type_o = inst_type_i;
always@(*)begin
  if( rst == 1'b1 ) begin
    exe_data = 64'h00000000_00000000;
  end
  else begin
    case(inst_opcode)
      8'h00:  begin exe_data = op1 + op2;   end
      8'h01:  begin exe_data = op1 & op2;   end
      8'h02 :  begin exe_data = op1 | op2;   end
      8'h03:  begin exe_data = op1 - op2;   end
      8'h04:  begin exe_data = op1 ^ op2;   end
      8'h05:  begin exe_data = op1 >> op2;  end
      8'h06:  begin exe_data = op1 << op2;  end
      8'h08: begin exe_data = (op1 < op2); end
      8'h09    :  begin exe_data = op1 >> op2;  end
      8'h0b    :  begin exe_data = op2;  end
      8'h0c    :  begin exe_data = (op1 >= op2);  end
      default:    begin exe_data = 64'h00000000_00000000;  end
    endcase
  end
  if (inst_opcode == 8'h0a)  begin 
    if(op1[63] == 0 && op2[63] == 1)
      exe_data = 1;
    else if(op1[63] == 1 && op2[63] == 0)
      exe_data = 0;
    else
      exe_data = (op1 >= op2);
  end
  if (inst_opcode == 8'h07)  begin 
    if(op1[63] == 0 && op2[63] == 1)
      exe_data = 0;
    else if(op1[63] == 1 && op2[63] == 0)
      exe_data = 1;
    else
      exe_data = (op1 < op2);
  end
  if(exe_data == 0)
    zero = 0; 
  else zero = 1;
end
assign memr_data2 = exe_data[2] ? memr_data[63 : 32] : memr_data[31 : 0];
always@(*) begin
    case(alumem_reg)
	   3'b000:  begin rd_data = exe_data;  end
	   3'b001:  begin rd_data = {{32{memr_data2[31]}}, memr_data2[31 : 0]}; end  	
	   3'b010:  begin rd_data = {{32{exe_data[31]}}, exe_data[31 : 0]};  end
	   3'b011:  begin rd_data = memr_data;  end
	   3'b100:  begin
	     case(exe_data[2 : 0])
	       3'b000: begin rd_data = {{56{memr_data[7]}}, memr_data[7 : 0]}; end
	       3'b001: begin rd_data = {{56{memr_data[15]}}, memr_data[15 : 8]}; end
	       3'b010: begin rd_data = {{56{memr_data[23]}}, memr_data[23 : 16]}; end
	       3'b011: begin rd_data = {{56{memr_data[31]}}, memr_data[31 : 24]}; end
	       3'b100: begin rd_data = {{56{memr_data[39]}}, memr_data[39 : 32]}; end
	       3'b101: begin rd_data = {{56{memr_data[47]}}, memr_data[47 : 40]}; end
	       3'b110: begin rd_data = {{56{memr_data[55]}}, memr_data[55 : 48]}; end
	       3'b111: begin rd_data = {{56{memr_data[63]}}, memr_data[63 : 56]}; end
	     endcase
	   end
	   3'b101:  begin
	     case(exe_data[2 : 0])
	       3'b000: begin rd_data = {{56{1'b0}}, memr_data[7 : 0]}; end
	       3'b001: begin rd_data = {{56{1'b0}}, memr_data[15 : 8]}; end
	       3'b010: begin rd_data = {{56{1'b0}}, memr_data[23 : 16]}; end
	       3'b011: begin rd_data = {{56{1'b0}}, memr_data[31 : 24]}; end
	       3'b100: begin rd_data = {{56{1'b0}}, memr_data[39 : 32]}; end
	       3'b101: begin rd_data = {{56{1'b0}}, memr_data[47 : 40]}; end
	       3'b110: begin rd_data = {{56{1'b0}}, memr_data[55 : 48]}; end
	       3'b111: begin rd_data = {{56{1'b0}}, memr_data[63 : 56]}; end
	     endcase
	   end
	   3'b110:  begin
	     case(exe_data[2 : 1])
	       2'b00: begin rd_data = {{48{memr_data[15]}}, memr_data[15 : 0]}; end
	       2'b01: begin rd_data = {{48{memr_data[31]}}, memr_data[31 : 16]}; end
	       2'b10: begin rd_data = {{48{memr_data[47]}}, memr_data[47 : 32]}; end
	       2'b11: begin rd_data = {{48{memr_data[63]}}, memr_data[63 : 48]}; end
	     endcase
	   end
	   3'b111:  begin
	     case(exe_data[2 : 1])
	       2'b00: begin rd_data = {{48{1'b0}}, memr_data[15 : 0]}; end
	       2'b01: begin rd_data = {{48{1'b0}}, memr_data[31 : 16]}; end
	       2'b10: begin rd_data = {{48{1'b0}}, memr_data[47 : 32]}; end
	       2'b11: begin rd_data = {{48{1'b0}}, memr_data[63 : 48]}; end
	     endcase
	   end
	   default: begin rd_data = exe_data;  end	 	
    endcase
end
endmodule
==> flow/run.sh <==
#!/bin/bash
# OpenROAD 26Q1-2900-gdf79404cd8, Yosys 0.63+post, stock flow scripts
make -C /OpenROAD-flow-scripts/flow DESIGN_CONFIG=/design/flow/config.mk WORK_HOME=/design/flow/orfs finish
==> flow/config.mk <==
export PLATFORM = sky130hd
export DESIGN_NAME = exe_stage
export DESIGN_NICKNAME = exe_stage
export VERILOG_FILES = /design/flow/design.v
export SDC_FILE = /design/flow/constraint.sdc
export NUM_CORES = 4
export LEC_CHECK = 1
export CORE_UTILIZATION = 50
export SYNTH_HDL_FRONTEND = slang
==> flow/constraint.sdc <==
current_design exe_stage

set clk_period 41.8
set clk_io_pct 0.2

create_clock -name clk0 -period $clk_period

set non_clock_inputs [all_inputs -no_clocks]
set_input_delay [expr $clk_period * $clk_io_pct] -clock clk0 $non_clock_inputs
set_output_delay [expr $clk_period * $clk_io_pct] -clock clk0 [all_outputs]
==> Table 3: Implementation characteristics <==
Table: implementation figures

Parameter                              Value

Timing
  Final max-slew violation count    4
  Final setup TNS    0 ns
  Fin crit share    59.2%
  Final setup vio count    0
  Slew @ Worst Pin    1.53 ns
  Highest attainable clock frequency    0.0404 GHz
  Clock period minus final worst setup slack    24.73 ns
  Number of failing hold endpoints at the final stage    0
  Slew headroom    -2.47%
  RSZ-0062 raised after global routing    no

Critical path
  Termination of the worst setup path    zero
  Endpoint required time on the critical path    33.44 ns
  Worst Setup SP    op2[6]
  CP cell instances    clkdlybuf4s50_1 > buf_4 > clkinv_1 > ha_1 > nor4_1 > o31ai_1 > nand3_1 > a22oi_1 > a21oi_1 > o41ai_1 > o21ai_0 > a211oi_2 > o211ai_1 > a22o_1 > a21oi_1 > nor4_1 > o2111a_1 > nand4b_1 > clkdlybuf4s50_1
  Category of the worst setup path launch point    primary input
  Critical path's largest stage delay    1.01 ns
  Data arrival time of the worst path    16.37 ns
  Largest fanout on the critical path    30
  Number of buffer and inverter instances along the worst setup path    4
  Stages on the worst setup path    19
  Slowest cell on crit path    sky130_fd_sc_hd__o41ai_1
  Crit-path leading delay family    AND-OR/OR-AND gates
  Worst setup EP type    output pin
  Classification of the worst setup path    primary input to output pin

Floorplan
  Initial Utilization    51.0%
  DIE HEIGHT    234 um
  Total die size    54900 um^2
  Number of placement rows    84
  Area inside the core boundary    53000 um^2
  I/O pin cnt    375
  Horizontal die size    234 um

Detailed routing
  Tally of nets with antenna violations remaining after routing    0
  Number of search-and-repair iterations in the first detailed-routing pass    15
  Number of DRC violations after detailed-routing iteration 0    7586
  Ratio of routed vias to standard cells    8.00
  Routed length per placed instance    36.1 um
  Total number of vias    39800
  Routed Wire Length    180000 um
  Count of unresolved DRC violations after routing    0

Global route
  Overall fraction of global-route tracks in use    64.7%
  Largest net degree at the start of global routing    110
  Global-route wire length before repair    250000 um
  Number of global-route vias before repair    35000
  Residual overflow from global routing    0
  Initial antenna violation count    17

Layout
  Layout Area Growth over Synthesis    15.2%
  Share of post-route cells with drive strength above 1    10.4%
  Logic area    24500 um^2
  Commonest cells after routing, fill and taps aside    sky130_fd_sc_hd__nand2_1 (428), sky130_fd_sc_hd__nor2_1 (380), sky130_fd_sc_hd__a21oi_1 (339), sky130_fd_sc_hd__clkdlybuf4s50_1 (326), sky130_fd_sc_hd__o21ai_0 (274)
  Clock buf count    0
  Non-filler instance count after layout    4977
  Sequential cell count    0
  Storage cell area    0 um^2
  Post-layout util    58.7%
  Highest-count logic cell in the final layout    sky130_fd_sc_hd__nand2_1
  Area of all placed cells without fillers    31100 um^2
  Filler cell count    5073

Synthesis
  Area reported by Yosys stat    27000 um^2
  Cell taking the most area after synthesis    sky130_fd_sc_hd__ha_1
  Post-synthesis compound-gate area fraction    36.9%
  XOR/XNOR Area Share    0.973%
  Portion of the post-synthesis area used by sequential elements    0%
  Adder-cell area share of the yosys netlist    9.09%
  Top-area cell type share of the netlist area    8.94%
  Cell count in the Yosys report    4141
  Synthesized instance count    4141
  Mean area per synthesized cell    6.52 um^2
  Simple-gate area share of the yosys netlist    27.3%
  Yosys Warn Count    0
  Post-synthesis instance area    27000 um^2
  Main logic family    AND-OR/OR-AND gates
  Cell variety after synth    97
  Mux cell area share    16.3%
  Synth area leaders    sky130_fd_sc_hd__ha_1 (8.9%), sky130_fd_sc_hd__mux4_2 (7.1%), sky130_fd_sc_hd__a21oi_1 (6.3%)

Run status
  Run status    finished, violations left
  Failing checks    capacitance limit, slew limit

Placed design
  Post-place instance area    31000 um^2
  Number of port buffers    333
  Placed wire-length estimate after detailed placement    137000 um
  RePlAce Congestion    1.25
  Dpl cells    4959

Pwr
  IR Drop Worst-Case VDD    9.35 uV
  Final total power    0.367 mW
  Switching component of the power    0.240 mW
  Internal cell power    0.127 mW
  Leakage dissipation    11.7 nW
  Power per cell area    11.8 nW/um^2
  Sw Share    65.4%

Flow run
  Max cap viols    1
  Warning total across the stage logs    203

Hold path
  HP Class    primary input to output pin

Clock tree
  Cts hold-fix bufs    0
  Post-CTS Repair Setup Buffers    0
  Resized cells post-CTS    0
## how the worst min path moves through the flow
stage | startpoint | slack [ns] | endpoint | depth (start not counted)
after global routing | inst_type_i[0] | 16.72 | inst_type_o[0] | 0
after CTS | inst_type_i[0] | 16.72 | inst_type_o[0] | 0
final | inst_type_i[0] | 16.72 | inst_type_o[0] | 0
## per-stage QoR
stage	setup WS, ns	hold WS, ns
2_1_floorplan	19.11	16.79
3_3_place_gp	17.75	16.72
5_1_grt	17.20	16.72
4_1_cts	17.74	16.72
3_5_place_dp	17.74	16.72
6_report	17.07	16.72
## synth_stat cells, types with 42 or more instances
cell type and instances:
sky130_fd_sc_hd__nand2_1 428, sky130_fd_sc_hd__nor2_1 382, sky130_fd_sc_hd__a21oi_1 339, sky130_fd_sc_hd__o21ai_0 274
sky130_fd_sc_hd__clkbuf_1 266, sky130_fd_sc_hd__inv_1 231, sky130_fd_sc_hd__ha_1 193, sky130_fd_sc_hd__nand3_1 162
sky130_fd_sc_hd__mux2i_1 121, sky130_fd_sc_hd__nor3_1 114, sky130_fd_sc_hd__nand4_1 88, sky130_fd_sc_hd__mux2_2 86
sky130_fd_sc_hd__nor4_1 86, sky130_fd_sc_hd__mux4_2 85, sky130_fd_sc_hd__a22oi_1 67, sky130_fd_sc_hd__o211ai_1 63
sky130_fd_sc_hd__a31oi_1 58, sky130_fd_sc_hd__a211oi_1 54, sky130_fd_sc_hd__buf_2 54, sky130_fd_sc_hd__buf_1 50
sky130_fd_sc_hd__o22ai_1 47, sky130_fd_sc_hd__o31ai_1 47, sky130_fd_sc_hd__a221oi_1 43, sky130_fd_sc_hd__a21o_1 42
## cell families (layout without fill, tap and decap cells)
family	after synthesis	in the layout
mux	304	304
compound gates	1457	1457
xor+xnor	30	30
fa+ha+maj	195	195
buf+inv	627	757
other cells	0	18
simple gates	1528	1528
## per-layer routing
layer	GRT usage, %	vias to the layer above	wire (um)
li1	-	16100	-
met1	75.7	18100	59400
met2	82.7	4295	66000
met3	41.1	1274	35100
met4	48.2	24	18700
met5	11.6	-	549
## cell type report
class	instances	share of cell area, %
Multi-Input combinational cell	3514	79.0
Tap cell	688	2.77
Inverter	237	2.87
Antenna cell	18	0.145
Timing Repair Buffer	520	15.3
Power and IR drop assume default switching activity.
