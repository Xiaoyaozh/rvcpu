<file path="/design/flow/design.v">
`timescale 1ns / 1ps
module id_stage(
  input wire rst,
  input wire [31 : 0]inst,
  input wire [63 : 0]rs1_data,
  input wire [63 : 0]rs2_data,
  input wire [63 : 0]  inst_addr,
  input wire [63 : 0]exe_data,
  output wire rs1_r_ena,
  output wire [4 : 0]rs1_r_addr,
  output wire rs2_r_ena,
  output wire [4 : 0]rs2_r_addr,
  output wire rd_w_ena,
  output wire [4 : 0]rd_w_addr,
  output wire [4 : 0]inst_type,
  output reg [7 : 0]inst_opcode,
  output reg [63 : 0]op1,
  output reg [63 : 0]op2,
  output reg [63 : 0]imm,
  output reg [1  : 0]mpc, 
  output reg [2  : 0]jump_o,         
  output reg [2:0] alumem_reg, 
  output reg mem_wen,        
  output reg[63 : 0] mem_wdata,
  output reg[63 : 0] wmask
);
wire [6  : 0]opcode;
wire [4  : 0]rd;
wire [2  : 0]func3;
wire [4  : 0]rs1;
wire [11 : 0]immi;
wire [6  : 0]func7;
wire [4  : 0]rs2;
reg [2  : 0]rs2_im; 
reg [1  : 0]rs1_pc; 
reg [2  : 0]exop; 
assign opcode = inst[6  :  0];
assign rd     = inst[11 :  7];
assign func3  = inst[14 : 12];
assign func7  = inst[31 : 25];
assign rs1    = inst[19 : 15];
assign rs2    = inst[24 : 20];
assign immi   = inst[31 : 20];
assign inst_type[3] = (~opcode[6] & opcode[5] & ~opcode[4] & ~opcode[3] & ~opcode[2] & opcode[1] & opcode[0]) || (opcode[6] & opcode[5] & ~opcode[4] & ~opcode[3] & ~opcode[2] & opcode[1] & opcode[0]);
assign inst_type[4] = ( rst == 1'b1 ) ? 0 : 1;
assign rs1_r_ena  = ( rst == 1'b1 ) ? 0 : inst_type[4];
assign rs1_r_addr = ( rst == 1'b1 ) ? 0 : ( inst_type[4] == 1'b1 ? rs1 : 0 );
assign rs2_r_ena  = ( rst == 1'b1 ) ? 0 : inst_type[4];
assign rs2_r_addr = ( rst == 1'b1 ) ? 0 : ( inst_type[4] == 1'b1 ? rs2 : 0 );
assign rd_w_ena   = ( rst == 1'b1 ) ? 0 : ~inst_type[3];
assign rd_w_addr  = ( rst == 1'b1 ) ? 0 : ( inst_type[4] == 1'b1 ? rd  : 0 );
always@(*) begin
  rs1_pc = 2'b00;
  mpc = 2'b00;
  mem_wen = 0;
  alumem_reg = 3'b000;
  jump_o = 3'b000;
  case(opcode)
    7'b0010011:begin		 
      rs2_im = 3'b000; 
      case(func3)
        3'b000: begin inst_opcode = 8'h00; end    
        3'b111: begin inst_opcode = 8'h01; end    
        3'b110: begin inst_opcode = 8'h02; end    
        3'b001: begin inst_opcode = 8'h06; end    
        3'b010: begin inst_opcode = 8'h07; end    
        3'b011: begin inst_opcode = 8'h08; end    
        3'b100: begin inst_opcode = 8'h04; end    
        3'b101: begin
          imm = { {58{1'b0}}, inst[25 : 20] };
          inst_opcode = 8'h05;
          case(inst[30])
            1: begin rs2_im = 3'b100; end    
            0: begin rs2_im = 3'b100; end    
            default   : begin inst_opcode = 8'hFF; end
          endcase				
        end
        default: begin inst_opcode = 8'hFF; end
      endcase
    end
    7'b0011011:begin		 
      rs2_im = 3'b000; 
      case(func3)
        3'b000: begin   
          inst_opcode = 8'h00; 
          alumem_reg = 3'b010;
        end    
        3'b101: begin        
          case(func7)
            7'b0100000: begin  
              rs1_pc = 2'b10;
              rs2_im = 3'b100;
              alumem_reg = 3'b010;
              imm = { {58{inst[25]}}, inst[25 : 20] };
              inst_opcode = 8'h09; 
            end   
            7'b0000000: begin  
              rs1_pc = 2'b11;
              rs2_im = 3'b100;
              alumem_reg = 3'b010;
              imm = { {58{inst[25]}}, inst[25 : 20] };
              inst_opcode = 8'h05; 
            end   
            default   : begin inst_opcode = 8'hFF; end
          endcase				
        end
        3'b001: begin   
          inst_opcode = 8'h06;
          alumem_reg = 3'b010;
        end      		  
        default: begin inst_opcode = 8'hFF; end
      endcase
    end
	 7'b0000011:begin    
	   rs1_pc = 2'b00;
	   rs2_im = 3'b100;
	   inst_opcode = 8'h00;
	   imm = {{52{inst[31]}} , inst[31:20]};	   
	   case(func3)
		  3'b000: begin alumem_reg = 3'b100; end    
		  3'b100: begin alumem_reg = 3'b101; end    
		  3'b011: begin alumem_reg = 3'b011; end    
		  3'b001: begin alumem_reg = 3'b110; end    
		  3'b101: begin alumem_reg = 3'b111; end    
		  3'b010: begin alumem_reg = 3'b001; end    
		  3'b110: begin inst_opcode = 8'h00; end    
		  default: begin inst_opcode = 8'hFF; end
		endcase
	 end
	 7'b0110011:begin    
	   rs2_im = 3'b001;
	   case(func7)
		  7'b0000000:begin
		    case(func3)
		      3'b000: begin inst_opcode = 8'h00; end    
		      3'b111: begin inst_opcode = 8'h01; end    
		      3'b110: begin inst_opcode = 8'h02; end    
		      3'b100: begin inst_opcode = 8'h04; end    
		      3'b101: begin inst_opcode = 8'h05; end    
		      3'b001: begin inst_opcode = 8'h06; end    
		      3'b010: begin inst_opcode = 8'h07; end    
		      3'b011: begin inst_opcode = 8'h08; end    
		      default: begin inst_opcode = 8'hFF; end
		    endcase
		  end		
		  7'b0100000:begin
		    case(func3)
			   3'b000: begin inst_opcode = 8'h03; end    
				3'b101: begin inst_opcode = 8'h09; end    
				default   : begin inst_opcode = 8'hFF; end
		    endcase
		  end	 
		  default   : begin inst_opcode = 8'hFF; end
	   endcase
	 end
	 7'b0111011:begin    
	   rs1_pc = 2'b00;
	   rs2_im = 3'b001;
	   case(func7)
		  7'b0000000:begin
		    case(func3)
		      3'b000: begin  
		        inst_opcode = 8'h00;
		        alumem_reg = 3'b010;		        
		      end
		      3'b001: begin  
		        inst_opcode = 8'h06;
		        alumem_reg = 3'b010;		        
		      end
		      3'b101: begin  
		        rs1_pc = 2'b11;
		        inst_opcode = 8'h09;
		        alumem_reg = 3'b010;		        
		      end
		      default   : begin inst_opcode = 8'hFF; end 		      
		    endcase
		  end
		  7'b0100000:begin
		    case(func3)
		      3'b000: begin  
		        inst_opcode = 8'h03;
		        alumem_reg = 3'b010;		        
		      end
		      3'b101: begin  
		        inst_opcode = 8'h09;
		        alumem_reg = 3'b010;		        
		      end
		      default   : begin inst_opcode = 8'hFF; end		      
		    endcase
		  end
		  default   : begin inst_opcode = 8'hFF; end 		  
	   endcase
	 end
	 7'b1100011:begin    
	   rs1_pc = 2'b00;
	   rs2_im = 3'b001;
	   imm = {{52{inst[31]}}, inst[7], inst[30:25], inst[11:8], 1'b0};	   
	   case(func3)
	     3'b000: begin  
	       inst_opcode = 8'h03;
	       jump_o = 3'b011;
	     end   
	     3'b101: begin  
	       inst_opcode = 8'h0a;
	       jump_o = 3'b101;
	     end   
	     3'b111: begin  
	       inst_opcode = 8'h0c;
	       jump_o = 3'b101;
	     end   
	     3'b100: begin 
	       inst_opcode = 8'h07;
	       jump_o = 3'b101;
	     end    
	     3'b110: begin   
	       inst_opcode = 8'h08; 
	       jump_o = 3'b101;
	     end  
	     3'b001: begin  
	       inst_opcode = 8'h03;
	       jump_o = 3'b010;
	     end   
	     default   : begin inst_opcode = 8'hFF; end
	   endcase
	 end
	 7'b0100011:begin    
	   mem_wen = 1;
	   rs1_pc = 2'b00;
	   rs2_im = 3'b100;
	   inst_opcode = 8'h00;
	   imm = {{52{inst[31]}}, inst[31:25], inst[11:7]};	   
	   case(func3)    
		  3'b000: begin            
		    case(exe_data[2 : 0])
		      3'b000:begin
		        wmask = 64'h00000000_000000ff;
		        mem_wdata = rs2_data;
		      end
		      3'b001:begin
		        wmask = 64'h00000000_0000ff00;
		        mem_wdata = {48'h00000000_0000, rs2_data[7 : 0], 8'h00};
		      end
		      3'b010:begin
		        wmask = 64'h00000000_00ff0000;
		        mem_wdata = {40'h00000000_00, rs2_data[7 : 0], 16'h0000};
		      end
		      3'b011:begin
		        wmask = 64'h00000000_ff000000;
		        mem_wdata = {32'h00000000, rs2_data[7 : 0], 24'h000000};
		      end
		      3'b100:begin
		        wmask = 64'h000000ff_00000000;
		        mem_wdata = {24'h000000, rs2_data[7 : 0], 32'h00000000};
		      end
		      3'b101:begin
		        wmask = 64'h0000ff00_00000000;
		        mem_wdata = {16'h0000, rs2_data[7 : 0], 40'h00_00000000};
		      end
		      3'b110:begin
		        wmask = 64'h00ff0000_00000000;
		        mem_wdata = {8'h00, rs2_data[7 : 0], 48'h0000_00000000};
		      end
		      3'b111:begin
		        wmask = 64'hff000000_00000000;
		        mem_wdata = {rs2_data[7 : 0], 56'h000000_00000000};
		      end
		    endcase	
		  end   
		  3'b011: begin  
		    wmask = 64'hffffffff_ffffffff;	
		    mem_wdata = rs2_data;	    
		  end   
		  3'b001: begin   
		    case(exe_data[2 : 1])
		      2'b00:begin
		        wmask = 64'h00000000_0000ffff;
		        mem_wdata = rs2_data;
		      end
		      2'b01:begin
		        wmask = 64'h00000000_ffff0000;
		        mem_wdata = {32'h00000000, rs2_data[15 : 0], 16'h0000};
		      end
		      2'b10:begin
		        wmask = 64'h0000ffff_00000000;
		        mem_wdata = {16'h0000, rs2_data[15 : 0], 32'h00000000};
		      end
		      2'b11:begin
		        wmask = 64'hffff0000_00000000;
		        mem_wdata = {rs2_data[15 : 0], 48'h0000_00000000};
		      end
		    endcase
		  end  
		  3'b010: begin   
		    case(exe_data[2])
		      0:begin
		        wmask = 64'h00000000_ffffffff;
		        mem_wdata = rs2_data;
		      end
		      1:begin
		        wmask = 64'hffffffff_00000000;
		        mem_wdata = {rs2_data, 32'h00000000};
		      end
		    endcase		    
		  end  
		  default: begin inst_opcode = 8'hFF; end
		endcase
	 end
	 7'b0010111:begin    
	   rs1_pc = 2'b01;
	   rs2_im = 3'b010;
	   inst_opcode = 8'h00;
	 end
	 7'b0110111:begin    
	   imm = {{32{inst[31]}}, inst[31:12], 12'b0};
	   rs2_im = 3'b100;
	   inst_opcode = 8'h0b;
	 end
	 7'b1101111:begin    
	   jump_o = 3'b001;
	   rs1_pc = 2'b01;
	   rs2_im = 3'b011;
	   imm = {{44{inst[31]}}, inst[19:12], inst[20], inst[30:21], 1'b0};
	   inst_opcode = 8'h00;
	 end
	 7'b1100111:begin    
	   case(func3)
	     3'b000:begin 
	       jump_o = 3'b100;
	       rs1_pc = 2'b01;
	       rs2_im = 3'b011;
	       imm = {{52{inst[31]}} , inst[31:20]};
	       inst_opcode = 8'h00;
	     end
	     default   : begin inst_opcode = 8'hFF; end
	   endcase
	 end
	 default   : begin inst_opcode = 8'hFF; end
  endcase
end
always@(*) begin
  if(rst == 1'b1) begin
    op2 = 0;
    op1 = 0; 
  end
  else begin
    case(rs2_im)
      3'b000:       begin op2 = { {52{immi[11]}}, immi }; end   	
      3'b001:       begin op2 = rs2_data;               end
      3'b010:       begin op2 = {{32{inst[31]}}, inst[31:12], 12'b0}; end
      3'b011:       begin op2 = 4; end
      3'b100:       begin op2 = imm; end
      default: begin op2 = 64'h00000000_00000000;             end	 	
    endcase
    case(rs1_pc)
      2'b00:       begin op1 = rs1_data;               end   	
      2'b01:       begin op1 = inst_addr;              end
      2'b10:       begin op1 = {{32{rs1_data[31]}}, rs1_data[31 : 0] };               end
      2'b11:       begin op1 = {{32{1'b0}}, rs1_data[31 : 0] };               end 
      default: begin op1 = 64'h00000000_00000000;             end
	 endcase	
  end
end
endmodule
</file>
<file path="/design/flow/run.sh">
#!/bin/bash
# OpenROAD 26Q1-2900-gdf79404cd8, Yosys 0.63+post, stock flow scripts
make -C /OpenROAD-flow-scripts/flow DESIGN_CONFIG=/design/flow/config.mk WORK_HOME=/design/flow/orfs finish
</file>
<file path="/design/flow/config.mk">
export PLATFORM = sky130hd
export DESIGN_NAME = id_stage
export DESIGN_NICKNAME = id_stage
export VERILOG_FILES = /design/flow/design.v
export SDC_FILE = /design/flow/constraint.sdc
export NUM_CORES = 4
export LEC_CHECK = 1
export CORE_AREA = 10 10 254 254
export DIE_AREA = 0 0 264 264
export SYNTH_HDL_FRONTEND = slang
</file>
<file path="/design/flow/constraint.sdc">
current_design id_stage

set clk_period 11.3
set clk_io_pct 0.2

create_clock -name clk0 -period $clk_period

set non_clock_inputs [all_inputs -no_clocks]
set_input_delay [expr $clk_period * $clk_io_pct] -clock clk0 $non_clock_inputs
set_output_delay [expr $clk_period * $clk_io_pct] -clock clk0 [all_outputs]
</file>
==> reports/results.ini <==
[status]
status = finished, final reports clean

[grt]
globalRouteOverflowTotal = 0
antenna_found_initial = 14
grt_pass1_vias = 9896
grtUsageTotal_pct = 16.3
grt_start_max_net_pins = 73
grt_first_pass_wirelength_um = 81100

[yosys]
top_cell = nand2_1
ys_cells = 1046
synth_cell_types = 72
edf_count = 0
ys_chip_area_um2 = 7200
async_flop_share_pct = 0
yosysWarnings = 3
netlist_instances = 1046
topCellsByArea = dlxtp_1, buf_4, a21oi_1
avgSynthCellArea_um2 = 6.88
largest_area_cell = dlxtp_1
flop_cell = dlxtp_1
top_cell_area_share_pct = 22.4
synth_flop_count = 107
common_cells = nand2_1, a21oi_1, dlxtp_1
synth_area_um2 = 7200

[critical_path]
critPathLaunchType = input port
slowest_stage = and3_2
arrival_ns = 6.22
worstPathMaxFanout = 31
crit_path_end = op1[36]
max_stage_delay_ns = 0.73
crit_top_cell = clkdlybuf4s50_1
worstSetupPathType = in -> out
critPathCaptureType = output port
startpoint = inst[13]
path_cells = clkdlybuf4s50_1, inv_1, ha_1, nand2_1, nor3_4, and3_2, o31ai_1, a21oi_2, clkdlybuf4s50_1
cp.required_ns = 9.04

[floorplanning]
core_area_um2 = 59000
die_w_um = 264
rows = 89
fp_util_pct = 12.2
die_h_um = 264
dieArea_um2 = 69700
ioPinCount = 649

[layout]
layout-drive-gt1-share_pct = 5.87
syn_to_final_growth_pct = 83.2
fillCellCount = 6439
final_util_pct = 22.3
stdcell_count = 2258
final_area_um2 = 13200

[clocking]
cts_resized = 0
post_cts_buffers = 0
cts_hold_buffers = 0

[timing]
finalCritPeriodShare_pct = 75.1
slew_violations = 0
slew_headroom_pct = 35.0
finalSetupViolCount = 0
tns_ns = 0
layout_min_cycle_time_ns = 8.48
worst_pin_slew_ns = 0.974
untimed_endpoints = 299
unclocked_pins = 107
final-hold-violation-count = 0
layout_setup_ws_ns = 2.82
grt_setup_unrepaired = false
fmax_mhz = 118

[route]
drtIter0Drc = 757
wl_um = 59200
via_per_inst = 4.24
ant_nets = 0
via_count = 9564
drt_first_pass_iters = 8
drc = 0
wire_per_inst_um = 26.2

[place]
pre_cts_ws_ns = 2.81
place.detailed.hpwl_um = 49400
port_buffers = 583
postPlaceCellArea_um2 = 13200
place_inst = 2256
gp_congestion = 0.842

[run]
cap_violations = 0
log.warning_count = 100

[power]
power_density_nw_per_um2 = 24.5
ir_drop_mv = 0.0169
p_leak_nw = 5.02

[hold_path]
hold_class = in -> out

worst max-delay path, delay by kind of cell:
| family | cells | cell delay, ns |
|---|---|---|
| simple gates | 3 | 1.50 |
| buf+inv | 3 | 1.45 |
| fa+ha+maj | 1 | 0.59 |
| compound gates | 2 | 0.38 |
routing by layer:
metal	wire, um	GRT usage [%]
met1	23100	19.4
met3	6610	6.55
met2	28500	27.9
met5	13	0
met4	924	1.87
layout by cell type (no fill, tap or decap), types with 9 or more instances in the layout:
cell             count
a21o_1              23
a21oi_1            139
a21oi_2             24
a222oi_1            28
a22o_1              28
a22oi_1             21
and2_1              10
buf_4               39
clkdlybuf4s50_1    582
dlxtp_1            107
ha_1                 9
inv_1               30
mux2i_1             13
nand2_1            180
nor2_1              51
nor2b_1             24
nor3_1              13
o21ai_0             17
o31ai_1             32
flip-flops by register name, indices dropped and copies added, names as in the netlist:
name / flops
imm: 32
wmask: 8
rs2_im: 3
mem_wdata: 64
worst min-delay path by stage:
stage / to / cells after the start / startpoint
after CTS: op1[29] / 4 / rs1_data[29]
after global routing: op1[29] / 4 / rs1_data[29]
final: op1[29] / 4 / rs1_data[29]
area by class of cell:
class / count / area, um^2 / share of cell area, %
Sequential cell: 107 / 1610 / 12.2
Tap cell: 773 / 967 / 7.34
Inverter: 31 / 116 / 0.883
Antenna cell: 2 / 5.00 / 0.0380
Timing Repair Buffer: 622 / 6120 / 46.5
Multi-Input combinational cell: 723 / 4360 / 33.1
per-stage QoR:
stage / power [W] / hold WS [ns]
finish: 0.000323 / 5.43
global route: 0.000350 / 5.45
CTS: 0.000329 / 5.44
detailed placement: 0.000326 / 5.43
global placement: 0.000327 / 5.43
floorplan: 0.000110 / 4.58
kinds of logic (layout without fill, tap and decap cells):
| family | Yosys count | after routing | share of synthesized area (%) |
|---|---|---|---|
| AND-OR/OR-AND | 354 | 354 | 33.9 |
| XOR/XNOR | 1 | 1 | 0.122 |
| adder cells (fa/ha/maj) | 9 | 9 | 1.56 |
| buffers and inverters | 220 | 653 | 18.0 |
| latches | 107 | 107 | 22.4 |
| multiplexers | 14 | 14 | 1.96 |
| other | 1 | 7 | 0.0521 |
| AND/OR/NAND/NOR | 340 | 340 | 22.1 |
where the power goes:
| part | leakage, nW | internal (W) | switching (W) |
|---|---|---|---|
| clock | 0.0000127 | 0.0000000000237 | 0 |
| combinational | 4.22 | 0.000167 | 0.000145 |
| sequential | 0.798 | 0.00000927 | 0.000000965 |
No activity file was given, so power comes from the tool's default toggle rates.
