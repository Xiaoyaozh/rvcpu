$ cat flow/config.mk
export PLATFORM = sky130hd
export DESIGN_NAME = if_stage
export DESIGN_NICKNAME = if_stage
export VERILOG_FILES = /design/flow/design.v
export SDC_FILE = /design/flow/constraint.sdc
export NUM_CORES = 4
export LEC_CHECK = 1
export CORE_UTILIZATION = 50
export SYNTH_HDL_FRONTEND = slang
$ cat flow/constraint.sdc
current_design if_stage

set clk_period 18.2
set clk_io_pct 0.2

create_clock -name clk0 -period $clk_period [get_ports {clk}]

set non_clock_inputs [all_inputs -no_clocks]
set_input_delay [expr $clk_period * $clk_io_pct] -clock clk0 $non_clock_inputs
set_output_delay [expr $clk_period * $clk_io_pct] -clock clk0 [all_outputs]
$ cat flow/design.v
`timescale 1ns / 1ps
module if_stage(
  input wire clk,
  input wire rst,
  input wire[2 : 0] jump,
  input wire zero,
  input wire [63 : 0]imm,
  input wire [63 : 0] r_data1,
  output wire [63 : 0]pc_o
);
reg [63 : 0]pc;
always@( posedge clk ) begin
  if( rst == 1'b1 )
    pc <= 64'h00000000_80000000;
  else if(jump == 3'b001 || ((jump == 3'b010 || jump == 3'b101) && zero) || ((jump == 3'b011) && ~zero))
    pc <= pc + imm;  
  else if(jump == 3'b100)
    pc <= r_data1 + imm;
  else
    pc <= pc + 4;
end
assign pc_o = pc;
endmodule
$ cat flow/run.sh
#!/bin/bash
# OpenROAD 26Q1-2900-gdf79404cd8, Yosys 0.63+post, stock flow scripts
make -C /OpenROAD-flow-scripts/flow DESIGN_CONFIG=/design/flow/config.mk WORK_HOME=/design/flow/orfs finish
==> Slide: Implementation Results <==
Implementation Results

Setup path
  • CP max-delay cell: o21ai_0
  • Critical setup path kind: input pin to flip-flop
  • Worst Path Required: 18.41 ns
  • CP Capture Type: flip-flop
  • Critical Path Fanout Max: 4
  • Critical Path, Cell by Cell: clkdlybuf4s50_1 > ha_1 > fa_1 > a211oi_1 > o21ai_1 > a31oi_1 > o41ai_1 > a21oi_1 > o21ai_0 > a41oi_1 > o31ai_1 > mux2i_1 > o211ai_1
  • Delay-heaviest family, CP: AND-OR/OR-AND gates
  • Crit path launch type: input pin
  • Sum of buffers and inverters on the critical path: 1
  • Max stage delay on crit path: 0.68 ns
  • Critical path arrival: 7.90 ns

Clock network
  • Clk root buf: clkbuf_16
  • CTS tree: built
  • CTS buffer count: 9
  • H-tree depth: 3
  • Max clock buf depth: 2
  • Clock sink count: 64
  • Clock Latency Late Sink: 0.35 ns
  • CTS clk-pin slew, worst paths: 0.05 ns
  • Post-CTS setup buffers: 0
  • Cts repair resizes: 0
  • # hold bufs at CTS: 0

Finish
  • Largest register FFs: 64
  • Comb area: 9530 µm²
  • Filler instances: 1988
  • Share of post-route cells with drive strength above 1: 3.00%
  • Register area: 1280 µm²
  • Area delta synth->final: 21.4%
  • Core Util, Final: 62.3%

Global routing
  • Largest net degree at the start of global routing: 56
  • Vias in the first global route: 11500
  • Grt ovf: 0
  • Initial antenna violation count: 0
  • Tot GR Track Use: 36.1%
  • First-pass GRT wire length: 64900 µm

Final timing
  • Skew final: 0.0129 ns
  • RSZ-0062 raised after global routing: false
  • Fmax: 130 MHz
  • Final Cycle Share: 42.3%
  • Setup TNS: 0 ns
  • Crit path time final: 7.69 ns
  • Final hold violations: 0
  • Pins Over Slew Limit: 0
  • Setup violations, final: 0
  • Rel. slew slack: 40.8%
  • Slew @ Worst Pin: 0.881 ns

Route
  • Via count: 12900
  • Vias per cell: 6.30
  • Met3 Wirelength: 5160 µm
  • Final antenna-violating net count: 0
  • DR iter-0 viols: 1117
  • Highest layer used for signal routing: met4
  • DR WL met2: 16200 µm
  • ANT cells: 0
  • DRC viols: 28
  • WL/cell: 20.4 µm
  • Final wirelength: 41900 µm
  • First-pass DRT Iterations: 48
  • Wl on met1: 19600 µm

Power
  • Clock Power Share: 20.3%
  • Internal power: 512 µW
  • Sw Ratio: 44.3%
  • Switching power: 407 µW
  • PwrDens: 67.2 nW/µm²
  • LEAKAGE: 5.59 nW
  • Comb power frac: 58.4%
  • Worst vdd ir: 0.0401 mV
  • Power, Total: 919 µW
  • Reg power frac: 21.3%

Synthesis
  • Syn avg cell area: 6.95 µm²
  • Synthesized instance count: 1622
  • Area of the mapped netlist: 11300 µm²
  • Mux share: 0.811%
  • Post-synth area hogs: ha_1 14%, dfxtp_1 11%, a21oi_1 8.8%, xnor2_1 7.5%, nand2_1 6.2%
  • Post-synth top cells: 199 x a21oi_1, 185 x nand2_1, 127 x ha_1, 125 x nor2_1, 109 x o21ai_0
  • FFs w/ async S/R, synth: 0%
  • Yosys xor share: 12.8%
  • Tally of unique sky130hd cells used after synthesis: 78
  • And+or+nand+nor area frac: 23.6%
  • Synth warn: 0
  • Ys flop type: dfxtp_1
  • Main logic family: AND-OR/OR-AND gates
  • Synth Register Bits: 64
  • Post-synth EDFFs: 0
  • Ys cells: 1622
  • Yosys stat chip area: 11300 µm²
  • Largest type area fraction: 14.1%
  • Cell type with the largest total area: ha_1
  • Yosys aoi share: 32.7%
  • Seq/Total Area, Yosys: 11.4%
  • Synth top cell by count: a21oi_1
  • Area share of fa/ha/maj cells after synthesis: 14.5%

Placement
  • I/O Buffers: 197
  • HPWL after DPL: 33400 µm
  • GPL Wtd Cong: 1.06

Floorplanning
  • Chip width: 152 µm
  • Die Y: 152 µm
  • FP Util: 51.3%
  • Cell Rows: 54
  • Die Area: 23100 µm²
  • Io pins: 198
  • Area of the core: 22000 µm²

Job
  • Max_cap viols: 0
  • OpenROAD warning count: 26

Outcome
  • Status: complete, but fails checks
  • Failing checks: DRC

Min path
  • HP Class: flip-flop to flip-flop
## cell families (layout without fill, tap and decap cells)
| kind of cell | Yosys count | in the layout |
|---|---|---|
| muxes | 9 | 9 |
| and+or+nand+nor | 553 | 553 |
| xor gates and xnor gates | 165 | 165 |
| buffers and inverters | 118 | 265 |
| adders and majority gates | 129 | 129 |
| AOI/OAI and AO/OA | 584 | 584 |
| DFF | 64 | 64 |
## power by group through the flow
stage                 sequential [mW]  combinational, mW  clock (mW)
final                           0.196              0.536       0.187
after global routing            0.200              0.583       0.193
after CTS                       0.195              0.524       0.188
## tightest hold or removal path, delay by kind of cell, from the launching register on
| kind | cells | cell delay (ns) |
|---|---|---|
| DFF | 1 | 0.32 |
| and+or+nand+nor | 1 | 0.06 |
| AOI/OAI and AO/OA | 1 | 0.08 |
## metal layers
layer / up-vias / track usage (%)
met1: 5736 / 57.1
met5: - / 0
met2: 802 / 49.4
met3: 64 / 9.18
li1: 6310 / -
met4: 0 / 6.46
## path summary, 6_finish.rpt
check	startpoint	to	slack, ns	depth (start not counted)
max	imm[0]	pc_o[60]$_SDFF_PP0_	10.51	13
min	pc_o[0]$_SDFFE_PP0P_	pc_o[0]$_SDFFE_PP0P_	0.50	2
max reg2reg	pc_o[0]$_SDFFE_PP0P_	pc_o[60]$_SDFF_PP0_	13.95	12
min reg2reg	pc_o[0]$_SDFFE_PP0P_	pc_o[0]$_SDFFE_PP0P_	0.50	2
## final cells by class
cell class | instances | area share, %
clock buffers | 12 | 1.80
clock inverters | 3 | 0.311
inverters | 38 | 1.04
multi-input cells | 1440 | 69.7
flip-flops and latches | 64 | 9.37
well taps | 280 | 2.56
repair buffers | 212 | 15.2
## stage by stage
stage | hold slack, ns | std cells | worst slack, ns | cell area [µm²]
2_1_floorplan | 0.462 | 1622 | 11.78 | 11300
3_3_place_gp | 0.491 | 2034 | 10.33 | 13400
3_5_place_dp | 0.492 | 2034 | 10.24 | 13400
4_1_cts | 0.504 | 2049 | 10.61 | 13700
5_1_grt | 0.577 | 2049 | 10.26 | 13700
6_report | 0.503 | 2049 | 10.51 | 13700
## cells in the final DEF (no fill, tap or decap), drive strengths merged, types with 10 or more instances in the layout
cell,netlist,layout
nor2,126,126
o21ai,112,112
nand2,186,186
nand2b,22,22
inv,38,38
ha,127,127
clkbuf,57,12
or3,14,14
buf,23,15
a211oi,28,28
nand3,41,41
nand4,50,50
o22ai,11,11
and4,11,11
o31ai,15,15
o221ai,10,10
o211ai,19,19
nor3,33,33
clkdlybuf4s50,0,197
o21bai,27,27
and3,16,16
xnor2,96,96
a31oi,17,17
and2,17,17
o21a,16,16
xor2,69,69
a21oi,199,199
a21o,70,70
dfxtp,64,64
Power and IR drop assume default switching activity.
